==> flow/design.v <==
module PWM_Control #(
    parameter CLK_FREQ = 25_000_000,
    parameter PWM_FREQ = 1_250
) (
    input  wire clk,
    input  wire rst_n,
    output wire [7:0] leds
);
    localparam integer PWM_CLK_PERIOD = CLK_FREQ / PWM_FREQ;  
    localparam integer PWM_DUTY_CYCLE = 50;  
    localparam SECOND         = CLK_FREQ;
    localparam HALF_SECOND    = SECOND / 2;
    localparam QUARTER_SECOND = SECOND / 4;
    localparam EIGHTH_SECOND  = SECOND / 8;
	localparam integer MIN_PWM_DUTY_COUNT = 1;
	localparam integer MAX_PWM_DUTY_COUNT = PWM_CLK_PERIOD * 70 / 100;
	localparam integer FADE_STEP = (MAX_PWM_DUTY_COUNT - MIN_PWM_DUTY_COUNT) / 200;
	reg [14:0] pwm_period_counter;
	reg [14:0] pwm_duty_reg;
	wire pwm_out;
	reg [21:0] fade_timer_counter;
	reg fade_direction;
	always @(posedge clk or negedge rst_n) begin
		if (!rst_n)  
			pwm_period_counter <= 0;  
		else
			pwm_period_counter <= (pwm_period_counter == (PWM_CLK_PERIOD - 1)) ? 0 : pwm_period_counter + 1;
	end
	assign pwm_out = (pwm_period_counter < pwm_duty_reg);
	assign leds = {8{pwm_out}};
    always @(posedge clk or negedge rst_n) begin
        if (!rst_n) begin  
            fade_timer_counter <= 0;            
            fade_direction <= 0;                
            pwm_duty_reg <= MIN_PWM_DUTY_COUNT;  
        end else begin
            if (fade_timer_counter == EIGHTH_SECOND - 1) begin
                fade_timer_counter <= 0;  
                if (fade_direction == 0) begin  
                    if (pwm_duty_reg + FADE_STEP >= MAX_PWM_DUTY_COUNT) begin
                        pwm_duty_reg <= MAX_PWM_DUTY_COUNT;
                        fade_direction <= 1;  
                    end else begin
                        pwm_duty_reg <= pwm_duty_reg + FADE_STEP;  
                    end
                end else begin  
                    if (pwm_duty_reg - FADE_STEP <= MIN_PWM_DUTY_COUNT) begin
                        pwm_duty_reg <= MIN_PWM_DUTY_COUNT;
                        fade_direction <= 0;  
                    end else begin
                        pwm_duty_reg <= pwm_duty_reg - FADE_STEP;  
                    end
                end
            end else begin
                fade_timer_counter <= fade_timer_counter + 1;  
            end
        end
    end
endmodule
==> flow/run.sh <==
#!/bin/bash
# OpenROAD 26Q1-2900-gdf79404cd8, Yosys 0.63+post, stock flow scripts
make -C /OpenROAD-flow-scripts/flow DESIGN_CONFIG=/design/flow/config.mk WORK_HOME=/design/flow/orfs finish
==> flow/config.mk <==
export PLATFORM = sky130hd
export DESIGN_NAME = PWM_Control
export DESIGN_NICKNAME = PWM_Control
export VERILOG_FILES = /design/flow/design.v
export SDC_FILE = /design/flow/constraint.sdc
export NUM_CORES = 4
export LEC_CHECK = 1
export CORE_UTILIZATION = 50
==> flow/constraint.sdc <==
current_design PWM_Control

set clk_period 4.9
set clk_io_pct 0.2

create_clock -name clk0 -period $clk_period [get_ports {clk}]

set non_clock_inputs [all_inputs -no_clocks]
set_input_delay [expr $clk_period * $clk_io_pct] -clock clk0 $non_clock_inputs
set_output_delay [expr $clk_period * $clk_io_pct] -clock clk0 [all_outputs]
==> results_dict.tcl <==
# flow metrics
set metrics [dict create \
    crit_fanout 10 \
    fin_crit_sh 0.8556 \
    end_kind "primary output" \
    drt_iter0_markers 176 \
    outcome "complete, no violations" \
    rows 31 \
    io_buffers 9 \
    grt.overflow.total 0 \
    path_class "reg -> out" \
    path_delay_family "AND-OR/OR-AND gates" \
    total_power_w 0.0007623 \
    ys_area_sq_um 3797 \
    cts_sinks 53 \
    ff_type "dfrtp_1" \
    route.final.wire_length_mm 8.753 \
    largest_reg_flops 22 \
    grt_pass1_vias 2868 \
    yosys_cells 430 \
    rrSetupSlack_ns 1.70 \
    vias 3069 \
    period_minus_slack_ns 4.192 \
    wire_per_inst_microns 16.80 \
    cts_setup_buffers 0 \
    coreArea_sq_um 7292 \
    place_ws_ns 1.045 \
    warnings 28 \
    min_path_type "reg -> reg" \
    synthesis.area_sq_um 3797 \
    maxSlewViolCount 0 \
    ios 10 \
    fin_skew_ns 0.008127 \
    layout-drive-gt1-share 0.06398 \
    relSlewSlack 0.5630 \
    power_density_nw_per_um2 191.4 \
    grt_max_degree 30 \
    crit_top_cell "a21o_1" \
    cts_root_buffer "clkbuf_8" \
    die-area_sq_um 7948 \
    chipWidth_microns 89.15 \
    drcViolationCount 0 \
    cp.arrival_ns 3.21 \
    ir_drop_uv 158.0 \
    avgSynthCellArea_sq_um 8.831 \
    cpPeakStageDelay_ns 0.57 \
    setup_viol 0 \
    grt_setup_unrepaired "no" \
    timing.final.hold_violations 0 \
    clockBufferDepth 2 \
    area_growth_pct 4.876 \
    ant_nets 0 \
    placed_cell_area_sq_um 3865 \
    grt_pass1_wl_mm 14.54 \
    worstSkewPairLatency_ns 0.31 \
    fp_util 0.5208 \
    ys_seq_share 0.3496 \
    dp.cells 513 \
    cts_buffers 5 \
    p_leak_nw 1.659 \
    tightest_slew_ns 0.6389 \
    gp_congestion 0.9346 \
    cts_tree "done" \
    stdcell_area_sq_um 3983 \
    dieHeight_microns 89.15 \
    hpwlAfterDp_mm 6.196 \
    critPathLaunchType "flop" \
    cap_viol_max_count 0 \
    path_cells "inv_1, ha_1, a21o_1, a21o_1, a21o_1, a21o_1, a211o_1, a21oi_1, clkdlybuf4s50_1" \
    worst_slack_ns 0.7077 \
    hold_buffers 0 \
    grt_use_total 0.2480 \
    worstPathRequired_ns 3.92 \
    cts_resized 0 \
    synth_flops 53 \
    fin_tns_setup_ns 0 \
    slowest_stage "clkdlybuf4s50_1" \
    path_clk_slew_ns 0.11 \
    viasPerCell 5.891 \
    max_freq_mhz 238.5 \
    antenna_found_initial 0 \
    dr.pass1.iters 4 \
    crit_buf_inv 2 \
    edf_count 0 \
    ys_types 70 \
    cts.htree.levels 2 \
    syn-instance-count 430 \
    synth_warnings 1 \
    instances_no_fill 521 \
    antenna_cells 0 \
    async_flop_share 1.000 \
]
-- power by group --
part / total [W] / leakage [nW] / internal (W) / switching (W)
clock: 0.000316 / 0.0563 / 0.000156 / 0.000160
sequential: 0.000437 / 0.718 / 0.000437 / 0
combinational: 0.00000947 / 0.885 / 0.000000795 / 0.00000868
-- path summary, 6_finish.rpt --
kind / start / endpoint / depth (start not counted)
worst min-delay path: fade_timer_counter[0]$_DFF_PN0_ / fade_timer_counter[0]$_DFF_PN0_ / 1
max in group asynchronous: rst_n / pwm_duty_reg[0]$_DFFE_PN1N_ / 2
min in group asynchronous: rst_n / pwm_period_counter[3]$_DFF_PN0_ / 1
worst max register to register: pwm_duty_reg[0]$_DFFE_PN1N_ / pwm_duty_reg[2]$_DFFE_PN0N_ / 8
worst max-delay path: pwm_duty_reg[1]$_DFFE_PN0N_ / leds[6] / 9
worst min register to register: fade_timer_counter[0]$_DFF_PN0_ / fade_timer_counter[0]$_DFF_PN0_ / 1
-- area by class of cell --
| type | count | area, sq um |
|---|---|---|
| clock buffer | 5 | 68.82 |
| inverter | 20 | 75.07 |
| timing repair buffer | 12 | 107.6 |
| multi-input combinational | 329 | 2231 |
| sequential | 53 | 1328 |
| clock inverter | 3 | 48.80 |
| fill | 680 | 3309 |
| tap | 99 | 123.9 |
-- placed cells by master (no fill, tap or decap), types with 3 or more instances in the layout --
master / count
and3_1: 7
nor2b_1: 3
or3_1: 3
ha_1: 20
nor3_1: 13
buf_4: 3
a2111oi_0: 3
nand4_1: 19
a211o_1: 3
mux2i_1: 3
o21ai_0: 18
o211ai_1: 7
clkbuf_8: 5
a31oi_1: 4
nor2_1: 45
o22ai_1: 4
and4_1: 5
o21ai_1: 3
clkdlybuf4s50_1: 8
xnor2_1: 25
and2_1: 5
nor4b_1: 3
xor2_1: 10
nand2_1: 29
nor4_1: 5
dfrtp_1: 52
inv_1: 18
a21oi_1: 22
nand3_1: 17
a21o_1: 10
-- through the flow --
step	hold slack (ns)	util
4_1_cts	0.4696	0.5462
3_3_place_gp	0.4469	0.5300
3_5_place_dp	0.4542	0.5300
6_report	0.4551	0.5462
5_1_grt	0.5000	0.5462
2_1_floorplan	0.4245	-
-- synth_stat cells, types with 5 or more instances --
master / instances / area (sq um)
dfrtp_1: 52 / 1301
and3_1: 7 / 43.79
nand4_1: 19 / 118.9
xor2_1: 10 / 87.58
o211ai_1: 7 / 52.55
buf_2: 5 / 25.02
and4_1: 5 / 43.79
o21ai_0: 18 / 90.09
nand3_1: 17 / 85.08
inv_1: 18 / 67.56
a21o_1: 10 / 75.07
xnor2_1: 25 / 219.0
a21oi_1: 22 / 110.1
nor4_1: 5 / 31.28
ha_1: 20 / 250.2
nand2_1: 29 / 108.9
nor3_1: 13 / 65.06
and2_1: 5 / 31.28
buf_4: 12 / 90.09
clkbuf_1: 10 / 37.54
nor2_1: 45 / 168.9
-- worst reg2reg max path: cells and delay by family, from the launching register on --
family                   cells  cell delay [ns]
multiplexers                 1             0.36
flip-flops                   1             0.67
adder cells (fa/ha/maj)      1             0.34
AND/OR/NAND/NOR              1             0.22
AND-OR/OR-AND                5             1.54
-- metal layers --
layer / wire, microns / track usage / vias up
met3: 417 / 0.02903 / 12
li1: - / - / 1545
met1: 4287 / 0.3971 / 1424
met5: 0 / 0 / -
met4: 141 / 0.03463 / 0
met2: 3906 / 0.3886 / 88
-- cells by family (layout without fill, tap and decap cells) --
logic type | after synthesis | after routing | synth area share
mux | 3 | 3 | 0.007908
compound gates | 102 | 102 | 0.1934
xor+xnor | 36 | 36 | 0.08501
flops | 53 | 53 | 0.3496
simple gates | 168 | 168 | 0.2353
buf+inv | 48 | 40 | 0.06293
fa+ha+maj | 20 | 20 | 0.06590
Power and IR drop assume default switching activity.
