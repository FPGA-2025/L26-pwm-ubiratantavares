**design/flow/run.sh**
```bash
#!/bin/bash
# OpenROAD 26Q1-2900-gdf79404cd8, Yosys 0.63+post, stock flow scripts
make -C /OpenROAD-flow-scripts/flow DESIGN_CONFIG=/design/flow/config.mk WORK_HOME=/design/flow/orfs finish
```
**design/flow/config.mk**
```make
export PLATFORM = sky130hd
export DESIGN_NAME = PWM
export DESIGN_NICKNAME = PWM
export VERILOG_FILES = /design/flow/design.v
export SDC_FILE = /design/flow/constraint.sdc
export NUM_CORES = 4
export LEC_CHECK = 1
export CORE_UTILIZATION = 30
```
**design/flow/constraint.sdc**
```tcl
current_design PWM

set clk_period 4.1
set clk_io_pct 0.2

create_clock -name clk0 -period $clk_period [get_ports {clk}]

set non_clock_inputs [all_inputs -no_clocks]
set_input_delay [expr $clk_period * $clk_io_pct] -clock clk0 $non_clock_inputs
set_output_delay [expr $clk_period * $clk_io_pct] -clock clk0 [all_outputs]
```
**design/flow/design.v**
```verilog
module PWM (
    input wire clk,
    input wire rst_n,
    input wire [15:0] duty_cycle,  
    input wire [15:0] period,  
    output reg pwm_out
);
	reg [15:0] pwm_counter;
	always @(posedge clk or negedge rst_n) begin
		if (!rst_n) begin  
			pwm_counter <= 16'h0;
			pwm_out <= 1'b0;			
		end else begin
			pwm_counter <= (pwm_counter >= (period - 1)) ? 16'h0 : pwm_counter + 1; 
			pwm_out <= (pwm_counter < duty_cycle) ? 1'b1 : 1'b0; 
		end
	end
endmodule
```
==> results.sh <==
# flow metrics
export IMPL_status="finished clean"
export IMPL_finalPower_mw=0.836
export IMPL_drc=0
export IMPL_syn_area_per_cell_um2=8.92
export IMPL_powerDensity_mw_per_mm2=330
export IMPL_maxSlewHeadroom=0.289
export IMPL_wl_per_cell_um=11.8
export IMPL_drive_gt1_frac=0.180
export IMPL_clock_skew_ns=0.00319
export IMPL_grt_pass1_wl_um=6350
export IMPL_cts_hold_fix_buffers=0
export IMPL_ys_cells=204
export IMPL_yosysChipArea_mm2=0.00182
export IMPL_synth_warnings=1
export IMPL_setup_tns_ns=0
export IMPL_tightestPinTransition_ns=1.07
export IMPL_dp_cells=322
export IMPL_vias_per_cell=4.88
export IMPL_netlist_instances=204
export IMPL_critPathSlowestCell="or4b_4"
export IMPL_ff_type="dfrtp_1"
export IMPL_area_delta_synth_final_pct=39.1
export IMPL_vias=1595
export IMPL_path_cells="clkdlybuf4s50_1 > nor4_2 > nand2_1 > or4b_4 > nor3_4 > xnor2_1 > ha_1 > nand4_1 > o22ai_1 > or3_1 > or3_4 > buf_16 > a21oi_2"
export IMPL_cp_required_ns=4.27
export IMPL_numPortBuffers=34
export IMPL_synth_top_cell_by_area="dfrtp_1"
export IMPL_ir_drop_v=0.000209
export IMPL_layout_top_cell="ha_1"
export IMPL_clock_sinks=17
export IMPL_nFillCells=564
export IMPL_antenna_found_initial=0
export IMPL_drt_antenna_violating_nets=0
export IMPL_final_period_utilization=0.964
export IMPL_drv_cap=0
export IMPL_chipHeight_um=79.9
export IMPL_final_cells=327
export IMPL_ys_types=34
export IMPL_top_area_frac=0.234
export IMPL_dieArea_mm2=0.00638
export IMPL_critPathMaxFanout=8
export IMPL_warnings=25
export IMPL_cpPeakStageDelay_ns=0.53
export IMPL_synth_edff_count=0
export IMPL_dp_slack_ns=-0.585
export IMPL_globalplace_congestion=0.764
export IMPL_cp_arrival_ns=4.12
export IMPL_async_flop_share=1.00
export IMPL_grt_max_degree=18
export IMPL_fp_util=0.321
export IMPL_crit_path_end_kind="register"
export IMPL_clk_latency_ns=0.25
export IMPL_drt_wl_total_um=3850
export IMPL_fmaxAchievable_ghz=0.253
export IMPL_cts_max_level=1
export IMPL_synth_area_mm2=0.00182
export IMPL_yosys_top_cells_area="dfrtp_1 (23%), ha_1 (23%), xor2_1 (7.2%)"
export IMPL_crit_type="primary input to register"
export IMPL_num_rows=27
export IMPL_gr_usage_all_layers=0.127
export IMPL_postSynthSeqShare=0.234
export IMPL_clkTransAtPathRegs_ns=0.06
export IMPL_hold_violations=0
export IMPL_critPathLaunchType="primary input"
export IMPL_final_util=0.446
export IMPL_hold_class="register to register"
export IMPL_cts_tree="built"
export IMPL_first_pass_iters=4
export IMPL_synth_seq_cells=17
export IMPL_root_buffer="clkbuf_8"
export IMPL_die_w_um=79.9
export IMPL_tritoncts_num_buffers=3
export IMPL_slew_violations=0
export IMPL_grt_pass1_vias=1463
export IMPL_cts_buffer_depth=2
export IMPL_layout_min_cycle_time_ns=3.95
export IMPL_hpwl_um=3030
export IMPL_drt_iter0_markers=45
export IMPL_core_mm2=0.00568
export IMPL_mostFrequentLayoutCells="ha_1 (33), clkdlybuf4s50_1 (30), inv_1 (20)"
export IMPL_finalSetupViolations=0
export IMPL_n_antenna_cell=0
export IMPL_fin_ws_ns=0.146
export IMPL_leakagePower_nw=1.16
export IMPL_io_pin_count=35
export IMPL_grt_overflow_total=0
-- per-stage QoR --
stage               hold WS (ns)  instance area, µm²
floorplan                  0.503                1830
global placement           0.579                2340
detailed placement         0.583                2340
CTS                        0.592                2460
global route               0.629                2530
finish                     0.583                2530
-- repair_timing --
item / CTS / global route
pin swaps: 3 / 14
endpoints found under the setup margin: 16 / 16
setup buffers: 0 / 0
endpoints found under the hold margin: 0 / 0
cloned: 1 / 0
resized: 7 / 19
-- Yosys cell counts, types with 6 or more instances --
cell type   n
xnor2_1    13
inv_1      20
or3_1       6
nor3_1      7
xor2_1     15
nor2_1      8
nand4_1     8
dfrtp_1    17
ha_1       33
nand2_1    11
a21oi_2    10
a21oi_1    13
-- power breakdown --
part | leakage (nW) | switching [mW] | total (mW) | internal (mW)
Sequential | 0.221 | 0.0929 | 0.310 | 0.217
Combinational | 0.917 | 0.186 | 0.403 | 0.217
Clock | 0.0228 | 0.0537 | 0.123 | 0.0688
-- per-layer routing --
layer  vias to the layer above  track usage  share of wire
met5                         -            0              0
met4                         0      0.00714         0.0026
met3                         2       0.0162          0.037
met2                        28        0.218           0.46
met1                       721        0.182           0.50
li1                        844            -              -
-- worst max-delay path: cells and delay by family --
kind,cells,cell delay (ns)
buffers and inverters,2,0.60
adders and majority gates,1,0.30
AOI/OAI and AO/OA,2,0.21
xor gates and xnor gates,1,0.09
and+or+nand+nor,7,2.09
-- sequential cells by signal, indices dropped and copies added, names as in the netlist --
signal / cells
pwm_counter: 16
pwm_out: 1
-- area by class of cell --
type	instances	area, µm²	share of cell area
Clock buffer	4	45.0	0.0178
Inverter	20	75.1	0.0297
Multi-Input combinational cell	163	1390	0.547
Sequential cell	17	425	0.168
Tap cell	72	90.1	0.0356
Timing Repair Buffer	51	510	0.202
-- final timing paths --
check                                    startpoint                   endpoint  slack, ns  cells after the start
max                                       period[2]  pwm_counter[14]$_DFF_PN0_       0.15                     13
min                        pwm_counter[0]$_DFF_PN0_   pwm_counter[0]$_DFF_PN0_       0.58                      1
max reg2reg                pwm_counter[0]$_DFF_PN0_  pwm_counter[14]$_DFF_PN0_       1.52                      8
min reg2reg                pwm_counter[0]$_DFF_PN0_   pwm_counter[0]$_DFF_PN0_       0.58                      1
max in group asynchronous                     rst_n  pwm_counter[14]$_DFF_PN0_       2.59                      1
min in group asynchronous                     rst_n   pwm_counter[4]$_DFF_PN0_       1.02                      1
-- cells by family after synthesis --
kind of cell / synth area share
and+or+nand+nor: 0.193
AOI/OAI and AO/OA: 0.148
adders and majority gates: 0.227
xor gates and xnor gates: 0.135
buffers and inverters: 0.0633
DFF: 0.234
Power and IR drop assume default switching activity.
